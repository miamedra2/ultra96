File: run.sh
#!/bin/bash
# OpenROAD 26Q1-2900-gdf79404cd8, Yosys 0.63+post, stock flow scripts
make -C /OpenROAD-flow-scripts/flow DESIGN_CONFIG=/design/flow/config.mk WORK_HOME=/design/flow/orfs finish
File: design.v
`timescale 1ns / 1ps
module reg_file_4x8
    #(
     parameter  DATA_WIDTH = 8,  
                ADDR_WIDTH = 2   
                )
    (
        input logic     clk,
        input logic     wr_en,
        input logic     [ADDR_WIDTH-1:0] w_addr, r_addr,
        input logic     [DATA_WIDTH-1:0] w_data,
        output logic    [DATA_WIDTH-1:0] r_data
    );
    logic [DATA_WIDTH-1:0]  array_reg   [0:2**ADDR_WIDTH-1];
    logic [DATA_WIDTH-1:0] data_reg;
    always_ff @(posedge clk)
        begin
        if(wr_en) 
            array_reg[w_addr] <= w_data;
        data_reg = array_reg[r_addr];
        end
    assign r_data = data_reg;
endmodule
File: config.mk
export PLATFORM = sky130hd
export DESIGN_NAME = reg_file_4x8
export DESIGN_NICKNAME = reg_file_4x8
export VERILOG_FILES = /design/flow/design.v
export SDC_FILE = /design/flow/constraint.sdc
export NUM_CORES = 4
export LEC_CHECK = 1
export CORE_AREA = 10 10 110 110
export DIE_AREA = 0 0 120 120
File: constraint.sdc
current_design reg_file_4x8

set clk_period 2.7
set clk_io_pct 0.2

create_clock -name clk0 -period $clk_period [get_ports {clk}]

set non_clock_inputs [all_inputs -no_clocks]
set_input_delay [expr $clk_period * $clk_io_pct] -clock clk0 $non_clock_inputs
set_output_delay [expr $clk_period * $clk_io_pct] -clock clk0 [all_outputs]
==> qor.yml <==
outcome:
  status: "finished, final reports clean"
min_path:
  min_to: "data_reg[0]$_DFF_P_"
  hold_depth: 1
  hold_class: "reg2reg"
  worstHoldStart: "array_reg[0][0]$_DFFE_PP_"
timing:
  slew_viol_final: 0
  tightest_slew_ns: 0.5740
  clock.fmax_mhz: 555.6
  finalClockSkew_ns: 0.005253
  whs_ns: 0.5547
  final.setup.tns_ns: 0
  slew_headroom_pct: 61.61
  period_needed_ns: 1.800
  hold_viol: 0
  setup_violations: 0
  finalClockPeriodUsage_pct: 66.66
  grt_setup_unrepaired: "false"
  worst_slack_ns: 0.9001
global_route:
  overflow: 0
  grt_use_total_pct: 3.276
  grt_pass1_vias: 662
  antenna_found_initial: 0
  grt_max_degree: 13
  grt_pass1_wl_um: 3546
detailed_routing:
  drtPass1Iterations: 2
  drt_iter0_markers: 10
  drc: 0
  viasPerCell: 2.693
  wirelength_um: 2277
  diodes: 0
  ant_nets: 0
  wire_per_inst_um: 10.59
  dr_total_vias: 579
logic_synthesis:
  top_logic_kind: "multiplexers"
  area_leaders: "edfxtp_1 71%, mux4_2 13%, dfxtp_1 12%"
  yosys_area_mm2: 0.001349
  muxShareOfSynthArea_pct: 13.36
  simple_gate_share_pct: 2.319
  adder_share_pct: 0
  largest_area_cell: "edfxtp_1"
  ys_cells: 54
  ys_ff: 40
  synthCells: 54
  netlist_area_mm2: 0.001349
  synth_xor_xnor_area_share_pct: 0
  top_cell_area_share_pct: 71.24
  ys_seq_share_pct: 83.12
  ys_warn_count: 1
  synthDistinctLibCells: 8
  ys_sh_aoi_pct: 0
  syn_area_per_cell_um2: 24.98
placed_design:
  post-place-ws_ns: 0.5590
  gp_congestion: 0.7079
  port-buffer-count: 21
  numPlacedInstances: 207
  placed_cell_area_mm2: 0.001717
  hpwl_um: 1722
critical_path:
  crit_fanout: 8
  r2r_cells: 1
  worst-path-stages: 2
  end_kind: "flop"
  timing.rr.start: "array_reg[3][2]$_DFFE_PP_"
  crit_path_top_delay_cell: "clkdlybuf4s50_1"
  crit_family: "buffers and inverters"
  cpPeakStageDelay_ns: 0.83
  reg2reg_slack_ns: 1.74
  rr_endpoint: "data_reg[2]$_DFF_P_"
  worstPathRequired_ns: 2.85
  worstSetupStartpointType: "input port"
  path_class: "in2reg"
  path_buffers: 1
  path_cells: "clkdlybuf4s50_1 > mux4_2"
  crit_arrival_ns: 1.95
pwr:
  p_switching_uw: 212.9
  p_leak_nw: 0.5597
  power.density_mw_per_mm2: 637.9
  vdd_drop_max_v: 0.0002046
  clock_power_share_pct: 31.2
  pwr-share-seq_pct: 61.9
  finalPower_mw: 1.149
  power_frac_comb_pct: 6.9
  sw_frac_of_total_pct: 18.54
  p_int_uw: 935.7
final_layout:
  fin_area_mm2: 0.001800
  final_util_pct: 18.42
  largest_reg_flops: 32
  stdcell_count: 215
  area_growth_pct: 33.49
  drive_gt1_share_pct: 18.29
floorplanning:
  fp.dieW_um: 120
  chipArea_mm2: 0.01440
  design.core.area_mm2: 0.009774
  die.size.y_um: 120
  num_rows: 36
  pin_count: 22
  fp_util_pct: 13.80
clock_network:
  clock_path_buffers: 2
  cts.sink_count: 40
  clock_latency_ns: 0.28
  htree_levels: 2
  post_cts_resized: 0
  cts_setup_buffers: 0
  clkTransAtPathRegs_ns: 0.07
  cts_buffers: 5
  postCtsHoldBufs: 0
  ctsRootBufferMaster: "clkbuf_8"
  cts_tree: "yes"
run:
  cap_viol_max_count: 0
  tool_warnings: 25
-- per-layer routing --
metal	wire (um)	up-vias	GRT usage [%]
li1	-	273	-
met1	740	288	3.025
met2	1310	14	6.259
met3	202	4	1.761
met4	24	0	0.4525
met5	0	-	0
-- cells by family (layout without fill, tap and decap cells) --
family | Yosys count | count (layout)
buffers and inverters | 2 | 30
muxes | 8 | 8
and+or+nand+nor | 4 | 4
DFF | 40 | 40
-- cells in the mapped netlist --
library cell	count
dfxtp_1	8
mux4_2	8
and3_1	1
nor3b_1	1
edfxtp_1	32
clkbuf_2	1
buf_6	1
and3b_1	2
-- worst max path at each step --
stage	start	end	slack, ns
5_1_grt	r_addr[0]	data_reg[0]$_DFF_P_	0.81
6_report	r_addr[0]	data_reg[2]$_DFF_P_	0.90
4_1_cts	r_addr[0]	data_reg[2]$_DFF_P_	0.86
-- power groups by stage --
| stage | clock, mW | combinational [mW] | sequential, mW |
|---|---|---|---|
| finish | 0.358 | 0.0796 | 0.711 |
| global route | 0.396 | 0.0866 | 0.715 |
| CTS | 0.373 | 0.0821 | 0.712 |
-- cell type report --
cell class / instances / area [um2]
flip-flops and latches: 40 / 1121
well taps: 133 / 166.4
clock buffers: 6 / 72.57
multi-input cells: 12 / 211.5
repair buffers: 22 / 217.7
fillers: 1045 / 7974
clock inverters: 2 / 11.26
-- cell usage in the layout (no fill, tap or decap) --
cell,Yosys,routed
clkbuf_8,0,5
and3b_1,2,2
nor3b_1,1,1
clkbuf_1,0,1
clkinvlp_4,0,1
clkdlybuf4s50_1,0,21
mux4_2,8,8
and3_1,1,1
dfxtp_1,8,8
buf_4,0,1
clkinv_1,0,1
edfxtp_1,32,32
No activity file was given, so power comes from the tool's default toggle rates.
