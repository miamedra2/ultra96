$ cat flow/design.v
`timescale 1ns / 1ps
module reg_file_4x8_exp(
    input logic             clk,
    input logic             wr_en,
    input logic     [1:0]   w_addr, r_addr,
    input logic     [7:0]   w_data,
    output logic    [7:0]   r_data
    );
    localparam DATA_WIDTH = 8;  
    localparam ADDR_WIDTH = 2;  
    logic [DATA_WIDTH-1:0]  array_reg   [0:2**ADDR_WIDTH-1];
    logic [2**ADDR_WIDTH-1:0] en; 
    always_ff @(posedge clk)
        begin
            if(en[0])
                array_reg[0] <= w_data;
            if(en[1])
                array_reg[1] <= w_data;
            if(en[2])
                array_reg[2] <= w_data;
            if(en[3])
                array_reg[3] <= w_data;
        end
    always_comb
        if(~wr_en) 
            en = 4'b0000;
        else
            case(w_addr)
                2'b00: en = 4'b0001;
                2'b01: en = 4'b0010;
                2'b10: en = 4'b0100;
                default: en = 4'b1000;
            endcase
    always_comb
        case(r_addr)
            2'b00: r_data = array_reg[0];
            2'b01: r_data = array_reg[1];
            2'b10: r_data = array_reg[2];
            default: r_data = array_reg[3];  
        endcase
endmodule
$ cat flow/run.sh
#!/bin/bash
# OpenROAD 26Q1-2900-gdf79404cd8, Yosys 0.63+post, stock flow scripts
make -C /OpenROAD-flow-scripts/flow DESIGN_CONFIG=/design/flow/config.mk WORK_HOME=/design/flow/orfs finish
$ cat flow/config.mk
export PLATFORM = sky130hd
export DESIGN_NAME = reg_file_4x8_exp
export DESIGN_NICKNAME = reg_file_4x8_exp
export VERILOG_FILES = /design/flow/design.v
export SDC_FILE = /design/flow/constraint.sdc
export NUM_CORES = 4
export LEC_CHECK = 1
export CORE_UTILIZATION = 30
$ cat flow/constraint.sdc
current_design reg_file_4x8_exp

set clk_period 2.7
set clk_io_pct 0.2

create_clock -name clk0 -period $clk_period [get_ports {clk}]

set non_clock_inputs [all_inputs -no_clocks]
set_input_delay [expr $clk_period * $clk_io_pct] -clock clk0 $non_clock_inputs
set_output_delay [expr $clk_period * $clk_io_pct] -clock clk0 [all_outputs]
==> impl_metrics.py <==
# Metrics from the implementation run
metrics = {
    "synth": {
        "top_area_cell": "edfxtp_1",
        "netlist_top_cells_count": "edfxtp_1 (32), mux4_2 (8), and3b_1 (2)",
        "syn-instance-count": 46,
        "yosys_area_um2": 1190,
        "async_flop_share_pct": 0,
        "edf_count": 32,
        "yosysCellCount": 46,
        "yosysWarnings": 2,
        "topCellsByArea": "edfxtp_1 (81%), mux4_2 (15%), and3b_1 (1.5%), buf_6 (0.95%), nor3b_1 (0.63%)",
        "ys_seq_share_pct": 80.8,
        "synthFlopType": "edfxtp_1",
        "synth.avg_cell_area_um2": 25.8,
        "top_cell_area_share_pct": 80.8,
        "synth_area_um2": 1190,
        "numSynthFlops": 32,
        "most_common_cell": "edfxtp_1",
        "synthDistinctLibCells": 7,
    },
    "sta": {
        "max-slew-margin-rel_pct": 69.9,
        "finalCritPeriodShare_pct": 90.5,
        "slew_viol_final": 0,
        "tns_ns": 0,
        "hold_ws_ns": 0.892,
        "fin_crit_ns": 2.44,
        "finalHoldViolations": 0,
        "fmax_ghz": 0.409,
        "setup_viol": 0,
        "setup_slack_ns": 0.256,
        "rsz0062_at_grt": "false",
        "tightest_slew_ns": 0.452,
    },
    "setup_path": {
        "critical_path_arrival_ns": 1.90,
        "required_ns": 2.16,
        "cp_max_fo": 8,
        "crit_path_end_kind": "output pin",
        "critPathLaunchType": "input pin",
        "critPathKind": "in -> out",
    },
    "global_route": {
        "gr-total-overflow": 0,
        "first_global_vias": 593,
        "global_route.usage.total_pct": 10.4,
        "antenna_found_initial": 0,
        "grt_pass1_wl_um": 2920,
        "grt_max_degree": 10,
    },
    "flow_run": {
        "tool_warnings": 25,
        "drv_cap": 0,
    },
    "clocking": {
        "clockBufferDepth": 2,
        "cts_tree": "yes",
        "cts_root_buf": "clkbuf_8",
        "clkTransAtPathRegs_ns": 0.06,
        "cts_sinks": 32,
        "htree_levels": 2,
        "numCtsBuffers": 5,
    },
    "route": {
        "vias": 556,
        "finalWirelength_um": 1810,
        "wl_per_cell_um": 14.6,
        "drtIter0Drc": 35,
        "antenna-diode-count": 0,
        "route.detailed.drc": 0,
        "routed_via_density": 4.48,
        "drtAntennaViolNets": 0,
        "first_pass_iters": 3,
    },
    "floorplanning": {
        "rows": 22,
        "floorplan.core_util_pct": 31.8,
        "dieArea_um2": 4220,
        "coreArea_um2": 3740,
        "die_height_um": 64.9,
        "die_w_um": 64.9,
        "pin_count": 22,
    },
    "place": {
        "pre_cts_ws_ns": 0.0157,
        "gp_congestion": 0.748,
        "portBuffers": 21,
    },
    "power": {
        "finalPower_w": 0.000997,
        "power_density_nw_per_um2": 639,
        "p_leak_nw": 0.517,
        "vdd_drop_max_v": 0.000375,
    },
    "hold_path": {
        "min_path_type": "in -> reg",
    },
    "layout": {
        "combGateArea_um2": 211,
        "final_layout_size_suffix_gt1_share_pct": 21.1,
        "area_delta_synth_final_pct": 31.3,
        "nFillCells": 351,
        "flop_area_um2": 961,
        "final_util_pct": 41.7,
        "largest_reg_flops": 32,
    },
    "status": {
        "status": "finished clean",
    },
}
## placed cells by master, fill, tap and decap left out, types with 2 or more instances in the layout
cell / instances
and3b_1: 2
buf_4: 2
clkbuf_1: 2
clkbuf_8: 5
clkdlybuf4s50_1: 20
edfxtp_1: 32
mux4_2: 8
## cell type report
cell class | instances | share of cell area [%]
flip-flops and latches | 32 | 61.6
clock inverters | 1 | 0.241
clock buffers | 7 | 4.89
well taps | 48 | 3.85
multi-input cells | 12 | 13.6
repair buffers | 24 | 15.9
## what timing repair did
action | CTS | global route
endpoints found under the setup margin | 0 | 7
hold buffers | 0 | 0
setup buffers | 0 | 0
gates resized | 0 | 1
## stage by stage
step / instances / cell area [um^2]
floorplan: 46 / 1190
global placement: 116 / 1480
detailed placement: 116 / 1480
CTS: 124 / 1560
global route: 124 / 1560
finish: 124 / 1560
## path summary, 6_finish.rpt
path | start | to | slack (ns) | cells past startpoint
max | r_addr[1] | r_data[5] | 0.26 | 4
min | w_data[1] | array_reg[2][1]$_DFFE_PP_ | 0.89 | 1
## power breakdown
| group | internal, W | switching [W] |
|---|---|---|
| combinational | 0.0000580 | 0.0000271 |
| sequential | 0.000573 | 0.00000454 |
| clock | 0.000179 | 0.000155 |
## logic make-up after synthesis
| family | synth area share [%] |
|---|---|
| buffers and inverters | 1.37 |
| and+or+nand+nor | 2.63 |
| DFF | 80.8 |
| muxes | 15.2 |
## worst max-delay path, cell delays in order
cell and delay (ns):
clkdlybuf4s50_1 0.46, buf_4 0.17, mux4_2 0.32, clkdlybuf4s50_1 0.41
## routing by layer
layer  vias to the layer above  global-route usage, %  share of wire, %
met5                         -                      0                 0
met4                         0                   1.39               1.2
met3                         3                   5.54               7.0
met2                        21                   14.1                49
met1                       274                   16.8                43
li1                        258                      -                 -
Power and IR drop assume default switching activity.
