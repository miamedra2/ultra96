### ./constraint.sdc
current_design fifo

set clk_period 3.7
set clk_io_pct 0.2

create_clock -name clk0 -period $clk_period [get_ports {clk}]

set non_clock_inputs [all_inputs -no_clocks]
set_input_delay [expr $clk_period * $clk_io_pct] -clock clk0 $non_clock_inputs
set_output_delay [expr $clk_period * $clk_io_pct] -clock clk0 [all_outputs]
### ./design.v
`timescale 1ns / 1ps
module fifo
    #(
     parameter DATA_WIDTH=8,  
     parameter ADDR_WIDTH=4   
    )
    (
        input logic clk, reset,
        input logic rd, wr,
        input logic [DATA_WIDTH-1:0] w_data,
        output logic empty, full,
        output logic [DATA_WIDTH-1:0] r_data
    );
    logic [ADDR_WIDTH-1:0] w_addr;
    logic [ADDR_WIDTH-1:0] r_addr;
    logic wr_en, full_tmp;
    assign wr_en = wr & ~full_tmp;
    assign full = full_tmp;
    fifo_ctrl #(    .ADDR_WIDTH (ADDR_WIDTH)) c_unit
        (       .clk        (clk),
                .reset      (reset),
                .rd         (rd),
                .wr         (wr),
                .empty      (empty),
                .full       (full_tmp),
                .w_addr     (w_addr),
                .r_addr     (r_addr)
        );
    reg_file
            #(  .DATA_WIDTH (DATA_WIDTH), .ADDR_WIDTH (ADDR_WIDTH)) f_unit
             (  .clk        (clk),
                .wr_en      (wr_en),
                .w_addr     (w_addr),
                .r_addr     (r_addr),
                .w_data     (w_data),
                .r_data     (r_data)
             ); 
endmodule
`timescale 1ns / 1ps
module fifo_ctrl
    #(
        parameter ADDR_WIDTH=4  
    )
    (
        input logic clk, reset,
        input logic rd, wr,
        output logic empty, full,
        output logic [ADDR_WIDTH-1:0] w_addr,
        output logic [ADDR_WIDTH-1:0] r_addr
    );
    logic [ADDR_WIDTH-1:0] w_ptr_logic, w_ptr_next, w_ptr_succ;
    logic [ADDR_WIDTH-1:0] r_ptr_logic, r_ptr_next, r_ptr_succ;
    logic full_logic, empty_logic, full_next, empty_next;
    always_ff @(posedge clk, posedge reset)
        if(reset)
            begin
                w_ptr_logic <= 0;
                r_ptr_logic <= 0;
                full_logic  <= 1'b0;
                empty_logic <= 1'b1;
            end
        else
            begin
                w_ptr_logic <= w_ptr_next;
                r_ptr_logic <= r_ptr_next;
                full_logic <= full_next;
                empty_logic <= empty_next;
            end
      always_comb
      begin
        w_ptr_succ = w_ptr_logic + 1;
        r_ptr_succ = r_ptr_logic + 1;
        w_ptr_next = w_ptr_logic;
        r_ptr_next = r_ptr_logic;
        full_next = full_logic;
        empty_next = empty_logic;
        unique case ({wr, rd})
            2'b01:   
                if (~empty_logic)  
                    begin
                        r_ptr_next = r_ptr_succ;
                        full_next = 1'b0;
                        if(r_ptr_succ == w_ptr_logic)
                            empty_next = 1'b1;
                    end        
            2'b10:   
                if (~full_logic)  
                    begin
                        w_ptr_next = w_ptr_succ;
                        empty_next = 1'b0;
                        if(w_ptr_succ == r_ptr_logic)  
                            full_next = 1'b1;
                end
            2'b11:  
                begin
                    w_ptr_next = w_ptr_succ;
                    r_ptr_next = r_ptr_succ;
                end 
            default: ;  
        endcase
    end   
    assign w_addr = w_ptr_logic;
    assign r_addr = r_ptr_logic;
    assign full = full_logic;
    assign empty = empty_logic;
endmodule
`timescale 1ns / 1ps
module reg_file
    #(
        parameter DATA_WIDTH = 8,  
        parameter ADDR_WIDTH = 2   
    )
    (
        input logic     clk,
        input logic     wr_en,
        input logic     [ADDR_WIDTH-1:0] w_addr,
        input logic     [ADDR_WIDTH-1:0] r_addr,
        input logic     [DATA_WIDTH-1:0] w_data,
        output logic    [DATA_WIDTH-1:0] r_data
    );
    logic [DATA_WIDTH-1:0] array_reg[0:2**ADDR_WIDTH-1];
    logic [DATA_WIDTH-1:0] data_reg;
    always_ff @(posedge clk)
        begin
        if(wr_en)
            array_reg[w_addr] <= w_data;
        data_reg = array_reg[r_addr];
        end
    assign r_data = data_reg;
endmodule
### ./config.mk
export PLATFORM = sky130hd
export DESIGN_NAME = fifo
export DESIGN_NICKNAME = fifo
export VERILOG_FILES = /design/flow/design.v
export SDC_FILE = /design/flow/constraint.sdc
export NUM_CORES = 4
export LEC_CHECK = 1
export CORE_UTILIZATION = 40
### ./run.sh
#!/bin/bash
# OpenROAD 26Q1-2900-gdf79404cd8, Yosys 0.63+post, stock flow scripts
make -C /OpenROAD-flow-scripts/flow DESIGN_CONFIG=/design/flow/config.mk WORK_HOME=/design/flow/orfs finish
==> writeup.txt <==
The mean instance size in the synthesized netlist is 20.3 um^2. Static timing analysis puts the maximum clock frequency at 428 MHz. After synthesis, the design contains 288 cells according to Yosys. In the Yosys stats the netlist draws on 38 distinct library cells.

Internal power: 3810 uW. The number of setup buffers added after CTS is 0. The run gives 2 for the number of buffers on the longest clock path. The ratio of cells with drive above 1 in the final layout was 0.177. The tools report the cell area reported after detailed placement as 6250 um^2. The relative slew slack is 0.438. The flip-flop count of the largest register after layout was 128; the detailed placer's ending HPWL was 7750 um. RePlAce ended its routability-driven mode at a weighted congestion of 0.804. The run gives 2.34 ns for the minimum period implied by the final worst setup slack.

The cell at the root of the clock tree is clkbuf_16. After detailed routing, the number of vias per cell comes to 5.34. The async set-or-reset flop fraction in the synthesized netlist works out to 0.0685.

The routed layout has 2,744 vias. The first routing iteration left 231 violations. Setup repair after global routing left no endpoint under its margin. The switching power as a share of total power works out to 0.286.

The number of levels the H-tree was split into is 4, and the final max-slew violation count is 0. The most used flip-flop cell after synthesis is edfxtp_1. The run gives 0 for the number of buffers inserted by hold repair at cts. The actual slew at the worst max-slew pin was 0.840 ns; the combinational gate area was 1480 um^2.

For the combined area of all synthesized cells, the log shows 5860 um^2. The number of maximum-capacitance violations recorded for the run is 0. The fill cell instance count of the final layout is 1,129. The startpoint class of the critical path is an input port. Of all nets on the critical path, the largest fanout is 10. The OpenROAD warning count was 28.

For the non-filler instance count after layout, the log shows 514. The logs give 0 for the total setup violations reported at the end of the flow and 0.727 for the sequential fraction of the synthesis area. The run gives 0.632 for the post-route clock period utilization. The area growth from synthesis to layout came out at 16.8%. The run gives 0.189 for the all-layer global routing usage. The run gives 17 as the number of buffers added by the clock tree synthesis step. The detail route stage leaves a number of antenna-violating nets equal to 0. The leakage power in the latest report is 0.00234 uW. In the final layout, flip-flops and latches occupy 4260 um^2. After detailed routing, the total wire length is 12,100 um. Looking at the worst setup and hold paths, the clock pins of their registers show a slew of 0.05 ns. In this run, post-CTS repair resized a total of 0 instances. Warnings reported by Yosys during synthesis add up to 2. The run gives 0 as the overflow left after global routing. After synthesis the netlist holds a flip-flop and latch count of 146. The die area came out at 15,100 um^2. The total area inside the core boundary comes to 14,100 um^2. The worst setup path is captured at a flip-flop. The required time of the critical path was 3.75 ns; the area reported by Yosys stat was 5860 um^2. Counting flops with a built-in enable in the synthesized netlist gives 128. VDD sags by at most 0.358 mV. For the completed layout, the total cell area is recorded as 6840 um^2. The count of buffers from port buffering is 21. The total net switching power was 1530 uW.

For this run, the script counts the antenna cells in the layout as 0. The die is 123 um tall. The initial antenna violation count came out at 0. TritonCTS built the clock tree.

The synthesized instance count is 288. Clock latency on the worst-skew pair, taken at its later pin, is 0.42 ns. The number of top-level pins is 22, and the number of rows in the core area is 43.

The tools report the worst clock skew as 0.00718 ns. The run finished with clean final reports. The run gives 2.39 ns as the data arrival time of the critical path. The critical path is of the input port to flip-flop type. The run gives 482 for the total placed cells including tap cells. The power share of the combinational group came out at 0.268.

The power consumption was 5340 uW; the aggregate negative setup slack was 0 ns. Dividing the detail-routed wire length by the instance count gives 23.6 um. In the final report, the number of hold violations comes to 0.

For this run, design rule violations remaining after detail routing come to 0. The wire length of the first global-routing pass is 18,200 um, and the share of power burned in the clock network is 0.309. With the core utilization before placement at 0.415, the floorplan die width is 123 um. The number of clock sinks is 146.

With the number of global-route vias before repair at 3,006, the share of total power in sequential cells is 0.423. In the log, the iteration count for the first detailed-route pass is 4. STA reports the tightest min-delay check as being of type flip-flop to flip-flop. Entering global routing, the biggest net connects 33 pins. The total power per unit cell area was 781 nW/um^2.
==> critical path, stage by stage <==
cell and delay [ns]:
clkdlybuf4s50_1 0.62, nor2b_1 0.18, buf_4 0.18, nand2_1 0.13, nor2_1 0.53
==> placed cells by master, fill, tap and decap left out, drive strengths merged, types with 6 or more instances in the layout <==
cell,instances
and2,6
buf,8
clkbuf,24
clkdlybuf4s50,21
dfrtp,9
dfxtp,8
edfxtp,128
inv,6
mux2i,15
mux4,32
nand3,7
xnor2,9
xor2,6
==> Yosys cell counts, drive strengths merged, types with 4 or more instances <==
| master | number | area share |
|---|---|---|
| edfxtp | 128 | 0.66 |
| inv | 5 | 0.0032 |
| mux4 | 32 | 0.13 |
| clkbuf | 5 | 0.0034 |
| nand3 | 7 | 0.0060 |
| dfxtp | 8 | 0.027 |
| and2 | 6 | 0.0064 |
| xnor2 | 9 | 0.013 |
| dfrtp | 9 | 0.038 |
| buf | 10 | 0.013 |
| and3 | 4 | 0.0043 |
| nor2b | 5 | 0.0053 |
| nand2 | 5 | 0.0032 |
| mux2i | 15 | 0.026 |
| ha | 5 | 0.011 |
| xor2 | 6 | 0.010 |
==> cell families (layout without fill, tap and decap cells) <==
kind of cell | Yosys count | in the layout | share of synthesized area
simple gates | 42 | 42 | 0.0432
mux | 49 | 49 | 0.163
compound gates | 11 | 11 | 0.0130
fa+ha+maj | 5 | 5 | 0.0107
buf+inv | 20 | 66 | 0.0201
flops | 146 | 146 | 0.727
xor+xnor | 15 | 15 | 0.0237
==> layer usage <==
| layer | track usage | part of all wire |
|---|---|---|
| met4 | 0.0354 | 0.019 |
| met3 | 0.0904 | 0.080 |
| met5 | 0 | 0 |
| met1 | 0.262 | 0.39 |
| met2 | 0.294 | 0.51 |
==> final timing paths <==
kind                                              startpoint                                end  slack, ns  cells after the start
setup reg to reg           c_unit.r_ptr_logic[1]$_DFFE_PP0P_         f_unit.data_reg[7]$_DFF_P_       1.77                      4
hold / removal                c_unit.empty_logic$_DFFE_PP1P_     c_unit.empty_logic$_DFFE_PP1P_       0.56                      2
setup / recovery                                          wr  f_unit.array_reg[12][6]$_DFFE_PP_       1.36                      5
max in group asynchronous                              reset     c_unit.empty_logic$_DFFE_PP1P_       2.78                      2
min in group asynchronous                              reset  c_unit.r_ptr_logic[3]$_DFFE_PP0P_       0.61                      2
hold reg to reg               c_unit.empty_logic$_DFFE_PP1P_     c_unit.empty_logic$_DFFE_PP1P_       0.56                      2
==> power by group through the flow <==
stage	Clock [uW]	Combinational (uW)	Sequential, uW
CTS	1680	1450	2270
global route	1740	1560	2300
finish	1650	1430	2260
==> layout make-up <==
| cell class | instances | area share |
|---|---|---|
| clock inverter | 8 | 0.0110 |
| sequential | 146 | 0.622 |
| clock buffer | 24 | 0.0748 |
| timing repair buffer | 29 | 0.0395 |
| inverter | 5 | 0.00274 |
| multi-input combinational | 122 | 0.217 |
| tap | 180 | 0.0329 |
==> through the flow <==
stage,util,setup WS (ns),hold slack [ns]
3_3_place_gp,0.444,1.01,0.539
6_report,0.485,1.36,0.565
3_5_place_dp,0.444,0.943,0.548
2_1_floorplan,-,1.27,0.504
5_1_grt,0.485,1.21,0.621
4_1_cts,0.485,1.38,0.559
No activity file was given, so power comes from the tool's default toggle rates.
